`flow/design.v`:
```
module uart_rx(
    input               clk,
    input               rst_n,
    input               rx_tick,
    input               uart_rx_in,
    output reg [7:0]    rx_data_out,
    output reg          rx_data_valid
    );
    localparam IDLE      = 2'b00;
    localparam RX_START  = 2'b01;
    localparam RX_DATA   = 2'b10;
    localparam RX_STOP   = 2'b11;
    reg [1:0] state = IDLE;
    reg [3:0] sample_count = 0;
    reg [2:0] bit_count = 0;
    reg [7:0] rx_shift_reg = 8'b0;
    reg       rx_in_sync = 1'b1;
    always @(posedge clk) rx_in_sync <= uart_rx_in;
    always @(posedge clk or negedge rst_n) begin
        if (!rst_n) begin
            state <= IDLE;
            rx_data_valid <= 1'b0;
            sample_count <= 0;
            bit_count <= 0;
        end
        else begin
            rx_data_valid <= 1'b0;
            case(state)
                IDLE: begin
                    if (!rx_in_sync) begin
                        sample_count <= 0;
                        state <= RX_START;
                    end
                end
                RX_START: begin
                    if (rx_tick) begin
                        sample_count <= sample_count + 1;
                        if (sample_count == 7 && !rx_in_sync) begin
                           state <= RX_DATA;
                        end else if (sample_count == 7 && rx_in_sync) begin
                           state <= IDLE;
                        end
                    end
                end
                RX_DATA: begin
                    if (rx_tick) begin
                        sample_count <= sample_count + 1;
                        if (sample_count == 15) begin
                            rx_shift_reg <= {rx_in_sync, rx_shift_reg[7:1]};
                            if (bit_count < 7) begin
                                bit_count <= bit_count + 1;
                            end else begin
                                state <= RX_STOP;
                            end
                        end
                    end
                end
                RX_STOP: begin
                    if (rx_tick) begin
                        sample_count <= sample_count + 1;
                        if (sample_count == 15) begin
                            rx_data_out <= rx_shift_reg;
                            rx_data_valid <= 1'b1;
                            bit_count <= 0;
                            state <= IDLE;
                        end
                    end
                end
            endcase
        end
    end
endmodule
module uart_top(
    input             clk,
    input             rst_n,
    input             tx_start,
    input      [7:0]  tx_data_in,
    output            tx_busy,
    output     [7:0]  rx_data_out,
    output            rx_data_valid,
    output            uart_tx_out,
    input             uart_rx_in
    );
    wire baud_tick, rx_tick;
    reg [12:0] baud_count = 0;
    reg [8:0]  rx_count = 0;
    assign baud_tick = (baud_count == 5207);
    always @(posedge clk) baud_count <= baud_tick ? 0 : baud_count + 1;
    assign rx_tick = (rx_count == 325);
    always @(posedge clk) rx_count <= rx_tick ? 0 : rx_count + 1;
    uart_tx U_TX (.clk, .rst_n, .baud_tick, .tx_data_in, .tx_start, .tx_busy, .uart_tx_out);
    uart_rx U_RX (.clk, .rst_n, .rx_tick, .uart_rx_in, .rx_data_out, .rx_data_valid);
endmodule
module uart_tx(
    input             clk,
    input             rst_n,
    input             baud_tick,
    input      [7:0]  tx_data_in,
    input             tx_start,
    output            tx_busy,
    output reg        uart_tx_out
    );
    localparam IDLE      = 2'b00;
    localparam TX_START  = 2'b01;
    localparam TX_DATA   = 2'b10;
    localparam TX_STOP   = 2'b11;
    reg [1:0] state = IDLE;
    reg [2:0] bit_count = 0;
    reg [7:0] tx_shift_reg = 8'b0;
    assign tx_busy = (state != IDLE);
    always @(posedge clk or negedge rst_n) begin
        if (!rst_n) begin
            state <= IDLE;
            uart_tx_out <= 1'b1;
            bit_count <= 0;
        end
        else begin
            case(state)
                IDLE: begin
                    uart_tx_out <= 1'b1;
                    if (tx_start) begin
                        tx_shift_reg <= tx_data_in;
                        state <= TX_START;
                    end
                end
                TX_START: begin
                    if (baud_tick) begin
                        uart_tx_out <= 1'b0;
                        state <= TX_DATA;
                    end
                end
                TX_DATA: begin
                    if (baud_tick) begin
                        uart_tx_out <= tx_shift_reg[0];
                        tx_shift_reg <= tx_shift_reg >> 1;
                        if (bit_count < 7) begin
                            bit_count <= bit_count + 1;
                        end else begin
                            state <= TX_STOP;
                        end
                    end
                end
                TX_STOP: begin
                    if (baud_tick) begin
                        uart_tx_out <= 1'b1;
                        state <= IDLE;
                        bit_count <= 0;
                    end
                end
            endcase
        end
    end
endmodule
```
`flow/run.sh`:
```
#!/bin/bash
# OpenROAD 26Q1-2900-gdf79404cd8, Yosys 0.63+post, stock flow scripts
make -C /OpenROAD-flow-scripts/flow DESIGN_CONFIG=/design/flow/config.mk WORK_HOME=/design/flow/orfs finish
```
`flow/config.mk`:
```
export PLATFORM = sky130hd
export DESIGN_NAME = uart_top
export DESIGN_NICKNAME = uart_top
export VERILOG_FILES = /design/flow/design.v
export SDC_FILE = /design/flow/constraint.sdc
export NUM_CORES = 4
export LEC_CHECK = 1
export CORE_UTILIZATION = 30
```
`flow/constraint.sdc`:
```
current_design uart_top

set clk_period 6.6
set clk_io_pct 0.2

create_clock -name clk0 -period $clk_period [get_ports {clk}]

set non_clock_inputs [all_inputs -no_clocks]
set_input_delay [expr $clk_period * $clk_io_pct] -clock clk0 $non_clock_inputs
set_output_delay [expr $clk_period * $clk_io_pct] -clock clk0 [all_outputs]
```
==> Slide: Implementation Results <==
Key Metrics from the Run

Status
  – Status: finished clean

Clocking
  – CTS sink cnt: 63
  – Clock Latency Late Sink: 0.34 ns
  – Max Root-Sink Buffers: 2
  – CTS Hold Bufs: 0
  – Worst-path clk slew: 0.08 ns
  – Post-CTS Setup Inserts: 0
  – CTS buffer count: 9
  – Root Buffer: clkbuf_8
  – CTS tree: yes
  – CTS resizes: 0
  – CTS H-tree depth: 3

Floorplanning
  – Std cell rows: 34
  – DIE WIDTH: 97.38 um
  – Die area: 9482 um^2
  – Initial Util: 31.14%
  – Die height: 97.38 um
  – Core Region: 8763 um^2
  – Io pins: 23

Worst setup path
  – CP endpoint kind: primary output
  – Critical path startpoint category: flip-flop
  – Crit path DAT: 1.60 ns
  – Crit path DRT: 5.28 ns
  – Worst Setup Path Type: reg -> out
  – Crit Path Max Fanout: 5
  – Reg2Reg Setup Slack: 4.23 ns

Synthesis
  – Syn_area_per_cell: 12.24 um^2
  – Mux share: 5.731%
  – Cell area leaders: edfxtp_1, dfxtp_1, dfrtp_1
  – Distinct lib cells used: 51
  – Synth Seq Share: 58.00%
  – Area leader, netlist: edfxtp_1
  – Synth Area in Adders: 4.585%
  – Synth flops: 63
  – Yosys warns: 3
  – Mapped cell area: 2729 um^2
  – EDFF count, synth: 24
  – Top_reg_cell synth: edfxtp_1
  – Chip area line of the yosys report: 2729 um^2
  – Post-synth top area share: 26.41%
  – Share of synthesized registers carrying an async set or reset: 25.40%
  – Yosys simple share: 14.76%
  – Xor/xnor share: 5.777%
  – Compound Share, Synth: 9.445%
  – Synthesized instance count: 223
  – Main logic family: simple AND/OR/NAND/NOR gates
  – Ys cells: 223

Final layout
  – Largest register FFs: 13
  – Commonest non-fill, non-tap cell in the layout: edfxtp_1
  – Reg with most FFs: baud_count
  – Regs by FF count: baud_count (13), rx_count (9)
  – Most numerous logic cells after layout: edfxtp_1, dfxtp_1, clkdlybuf4s50_1
  – P&R area growth vs syn: 20.36%
  – Layout cell share with drive strength beyond 1: 12.74%
  – Final Util: 37.48%
  – Layout fillers: 854

Routing
  – Starting DRC count in detailed routing: 79
  – Wire per inst: 11.72 um
  – DRC Markers: 0
  – N_diodes: 0
  – Pre-antenna DRT Iters: 4
  – ANT nets after route: 0
  – Via Count: 1770
  – Post-DR vias/cell: 4.823
  – DRT Wirelength: 4301 um

Global routing
  – Global-route wire length before repair: 7907 um
  – GRT Resource Usage Total: 10.29%
  – Pin count of the biggest net entering global routing: 20
  – Initial antenna violation count: 0
  – Vias in the first global route: 1668
  – Grt total ovfl: 0

Placed design
  – Port bufs: 22
  – Final GP Congestion: 0.7341
  – Pre-CTS setup slack: 3.778 ns
  – Detail Placement HPWL: 2877 um

Pwr
  – Final Power: 0.8578 mW
  – Lkg Pwr: 1.250 nW
  – Pwr dens: 261.2 nW/um^2
  – Worst vdd ir: 0.1264 mV

Timing
  – Fin crit share: 44.23%
  – F_max: 0.3426 GHz
  – Final setup viols: 0
  – Slew @ Worst Pin: 0.6711 ns
  – Setup slack after layout: 3.681 ns
  – Setup Skew: 0.006772 ns
  – Slew HR: 54.89%
  – Unrepaired setup endpoints after global routing: false
  – Final min period: 2.919 ns
  – Final Hold Fails: 0
  – Max-slew violation count: 0
  – Final TNS setup: 0 ns

Min path
  – Hold Path Class: reg -> reg

Run
  – Tool warning count: 29
  – # Max-Cap Violations: 0
## kinds of logic after synthesis
group | Yosys count
fa+ha+maj | 10
flops | 63
simple gates | 73
compound gates | 33
xor+xnor | 18
mux | 14
buf+inv | 12
## worst max-delay path: stages, from the launching register on
cell	delay (ns)
dfrtp_1	0.38
inv_1	0.08
ha_1	0.25
inv_1	0.08
clkdlybuf4s50_1	0.46
## path summary, 6_finish.rpt
kind,end,depth (start not counted),start
hold reg to reg,U_RX.rx_data_out[0],0,U_RX.rx_shift_reg[0]
setup reg to reg,U_TX.tx_shift_reg[3],5,U_TX.state[0]
min in group asynchronous,U_RX.rx_data_valid,2,rst_n
hold / removal,U_RX.rx_data_out[0],0,U_RX.rx_shift_reg[0]
max in group asynchronous,U_TX.uart_tx_out,2,rst_n
setup / recovery,tx_busy,4,U_TX.state[0]
## power by group
group | internal (mW) | switching (mW)
combinational | 0.0452 | 0.0325
clock | 0.179 | 0.165
sequential | 0.417 | 0.0199
## area by class of cell
cell class | instances | area, um^2 | share of cell area, %
Tap cell | 108 | 135.1 | 4.114
Clock buffer | 9 | 123.9 | 3.771
Sequential cell | 63 | 1583 | 48.19
Inverter | 9 | 33.78 | 1.029
Multi-Input combinational cell | 148 | 1100 | 33.49
Clock inverter | 7 | 81.33 | 2.476
Timing Repair Buffer | 23 | 227.7 | 6.933
## layer usage
| metal | vias up | global-route usage (%) | wire length, um |
|---|---|---|---|
| li1 | 884 | - | - |
| met4 | 0 | 1.357 | 45 |
| met1 | 845 | 16.58 | 2206 |
| met3 | 4 | 3.367 | 208 |
| met5 | - | 0 | 0 |
| met2 | 37 | 14.36 | 1840 |
## cell usage after synthesis (all sizes together) (3+ instances only)
| cell type | number |
|---|---|
| a21oi | 6 |
| and3 | 5 |
| dfrtp | 15 |
| dfxtp | 23 |
| edfxtp | 24 |
| ha | 10 |
| inv | 9 |
| mux2 | 10 |
| mux2i | 4 |
| nand2 | 11 |
| nand3 | 14 |
| nand4bb | 3 |
| nor2 | 20 |
| nor3 | 5 |
| nor4 | 4 |
| o21ai | 5 |
| o2bb2ai | 3 |
| xnor2 | 9 |
| xor2 | 9 |
## metrics by stage
step	std cells	area, um^2	hold WS [ns]
floorplan	223	2729	0.4003
global placement	351	3079	0.4036
detailed placement	351	3079	0.4045
CTS	367	3284	0.4237
global route	367	3284	0.4503
finish	367	3284	0.4229
No activity file was given, so power comes from the tool's default toggle rates.
